==> /design/flow/run.sh <==
#!/bin/bash
# OpenROAD 26Q1-2900-gdf79404cd8, Yosys 0.63+post, stock flow scripts
make -C /OpenROAD-flow-scripts/flow DESIGN_CONFIG=/design/flow/config.mk WORK_HOME=/design/flow/orfs finish
==> /design/flow/constraint.sdc <==
current_design CarParking

set clk_period 7.2
set clk_io_pct 0.2

create_clock -name clk0 -period $clk_period [get_ports {clk}]

set non_clock_inputs [all_inputs -no_clocks]
set_input_delay [expr $clk_period * $clk_io_pct] -clock clk0 $non_clock_inputs
set_output_delay [expr $clk_period * $clk_io_pct] -clock clk0 [all_outputs]
==> /design/flow/config.mk <==
export PLATFORM = sky130hd
export DESIGN_NAME = CarParking
export DESIGN_NICKNAME = CarParking
export VERILOG_FILES = /design/flow/design.v
export SDC_FILE = /design/flow/constraint.sdc
export NUM_CORES = 4
export LEC_CHECK = 1
export CORE_UTILIZATION = 30
==> /design/flow/design.v <==
module Bin_to_Display #(parameter INLEN = 4)(
	input [INLEN-1:0] b_num,
	output reg [7:0] seg
);
	always @(*) begin
		case (b_num)
			4'd0: seg = 7'b1000000;
			4'd1: seg = 7'b1111001;
			4'd2: seg = 7'b0100100;
			4'd3: seg = 7'b0110000;
			4'd4: seg = 7'b0011001;
			4'd5: seg = 7'b0010010;
			4'd6: seg = 7'b0000010;
			4'd7: seg = 7'b1111000;
			4'd8: seg = 7'b0000000;
			4'd9: seg = 7'b0010000;
			default: seg = 7'b1111111;
		endcase
	end
endmodule
module CarParking (
    input clk,
    input InSig,
    input OutSig,
    input reset,
    output [6:0] HEX0,
    output [6:0] HEX1,
	 output [6:0] HEX4,
    output ClosedLight,
    output OpenLight,
    output reg WarningLight,
    output motor
);
    reg [3:0] tens = 0;
    reg [3:0] ones = 0;
    reg [6:0] CarCount = 0;
    parameter IDLE = 1'b0;
    parameter OPEN = 1'b1;
    reg state = IDLE;
    always @(*) begin
        tens = 0;
        ones = 0;
        if (CarCount >= 30) begin
            tens = 3;
            ones = CarCount - 30;
        end else if (CarCount >= 20) begin
            tens = 2;
            ones = CarCount - 20;
        end else if (CarCount >= 10) begin
            tens = 1;
            ones = CarCount - 10;
        end else begin
            tens = 0;
            ones = CarCount[3:0];
        end
    end
    assign ClosedLight = (CarCount >= 35);
    assign OpenLight   = !ClosedLight;
    Bin_to_Display Display0 (.b_num(ones), .seg(HEX0));
    Bin_to_Display Display1 (.b_num(tens), .seg(HEX1));
	 Bin_to_Display #(.INLEN(1)) Display4 (.b_num(state), .seg(HEX4));
	 wire done_moving;
    reg gate_trigger;
    ServoController Motor1 (
        .clk(clk),
        .gate_trigger(gate_trigger),
        .pwm(motor),
        .done_moving(done_moving)
    );
    reg [19:0] in_db, out_db;
    reg In_Button, Out_Button;
    reg In_Prev, Out_Prev;
    always @(posedge clk or negedge reset) begin
        if (!reset) begin
            in_db <= 0;
            out_db <= 0;
            In_Button <= 0;
            Out_Button <= 0;
        end else begin
            if (!InSig)
                in_db <= (in_db < 20'd1_000_000) ? in_db + 1 : in_db;
            else
                in_db <= 0;
				if (!OutSig)
                out_db <= (out_db < 20'd1_000_000) ? out_db + 1 : out_db;
            else
                out_db <= 0;
            In_Button <= (in_db >= 20'd1_000_000);
				Out_Button <= (out_db >= 20'd1_000_000);
        end
    end
    reg [24:0] blink_count = 0;
    always @(posedge clk or negedge reset) begin
        if (!reset) begin
            blink_count <= 0;
            WarningLight <= 0;
        end else begin
            blink_count <= blink_count + 1;
            if (blink_count >= 25'd25_000_000) begin
                blink_count <= 0;
                if (CarCount > 30 && CarCount < 35)
                    WarningLight <= ~WarningLight;
                else
                    WarningLight <= 0;
            end
        end
    end
	 reg [26:0] open_timer;
    always @(posedge clk or negedge reset) begin
        if (!reset) begin
            state <= IDLE;
            CarCount <= 0;
				gate_trigger <= 0;
        end else begin
            case (state)
               IDLE: begin
						gate_trigger <= 0;
						if ((In_Button && !In_Prev && CarCount < 35) || (Out_Button && !Out_Prev && CarCount > 0)) begin
							if (In_Button) CarCount <= CarCount + 1;
							else CarCount <= CarCount - 1;
							gate_trigger <= 1;
							open_timer   <= 0;  
							state        <= OPEN;
						end
					end
                OPEN: begin
						if (open_timer < 100000000)    
							open_timer <= open_timer + 1;
						else if (!In_Button && !Out_Button) begin
							gate_trigger <= 0;
							state <= IDLE;
						end
					 end
            endcase
            In_Prev  <= In_Button;
            Out_Prev <= Out_Button;
        end
    end
endmodule
module ServoController (
	input clk,
	input gate_trigger,
	output pwm,
	output reg done_moving
);
	reg [19:0] counter = 0;
	reg [19:0] current_threshold = 20'd50000;
	reg [15:0] step_timer = 0;
	assign pwm = (counter < current_threshold);
	always @(posedge clk) begin
		if (counter == 20'd1000000)
			counter <= 0;
		else
			counter <= counter + 1;
		if ((gate_trigger && current_threshold < 100000) || (!gate_trigger && current_threshold > 50000)) begin
			done_moving <= 1'b0;
		end
		step_timer <= step_timer + 1;
		if (step_timer >= 16'd1000) begin
			step_timer <= 0;
			if (gate_trigger && current_threshold < 20'd100000) begin
				current_threshold <= current_threshold + 1;
				done_moving <= 0;
			end else if (!gate_trigger && current_threshold > 20'd50000) begin
				current_threshold <= current_threshold - 1;
				done_moving <= 0;
			end else begin
				done_moving <= 1;
			end
		end
	end
endmodule
==> impl_metrics.toml <==
# generated from flow reports
[power]
p_leak_nw = 4.365
p_per_area_mw_per_mm2 = 254.8
totalPowerFinal_w = 0.002749
peakVddDrop_mv = 0.1434

[clock_tree]
cts_buffers = 17
cts_root_buffer = "clkbuf_16"
clock_latency_ps = 430
clk_pin_slew_ps = 70
cts_hold_buf = 0
cts_max_level = 4
cts_tree = "built"
postCtsSetupRepairBufs = 0
cts_resized = 0
cts_num_sinks = 162
clockBufferDepth = 2

[placed_design]
port_buffers = 24
dp_hpwl_mm = 11.59
finalWeightedCongestion = 0.8313
place_inst = 1394

[worst_setup_path]
startpoint_type = "flop"
slowest_delay_ps = 470
cp.required_ps = 5760
cp_slowest_cell = "clkdlybuf4s50_1"
endpoint_kind = "output port"
setup.worst_path.class = "flop to output port"
crit_chain = "inv_1 > ha_1 > nor3b_1 > o31ai_1 > a211o_1 > xnor2_2 > inv_1 > ha_1 > inv_1 > nor3_1 > a21oi_1 > clkdlybuf4s50_1"
critPathArrivalTime_ps = 3390
critPathMostFrequentCell = "inv_1"
crit_fanout = 7
rr_worst_depth = 12

[logic_synthesis]
synth_seq_share_pct = 43.55
yosysUniqueCellTypes = 69
ff_type = "dfrtp_1"
synth_area_per_cell_um2 = 9.612
topCellsByArea = "dfrtp_1 (20%), edfxtp_1 (16%), ha_1 (8.3%), dfxtp_1 (7.6%), xnor2_1 (5.6%)"
synth_top_cell_by_count = "nor2_1"
edf_count = 49
synth_area_mm2 = 0.009458
yosysCellCount = 984
ys_top_cells_by_count = "nor2_1 (100), dfrtp_1 (77), ha_1 (63), nand2_1 (63)"
ys_ff = 162
ys_chip_area_mm2 = 0.009458
async_reset_ff_share_pct = 47.53
synth.top_cell.area_share_pct = 20.37
yosysWarnings = 7
synthCells = 984
top_area_cell = "dfrtp_1"

[floorplanning]
io_pins = 29
fp_util_pct = 30.68
die-area_mm2 = 0.03224
core_area_mm2 = 0.03083
rows = 64
die_y_um = 179.6
dieWidth_um = 179.6

[global_routing]
grt_pass1_wl_mm = 30.25
grt_pass1_vias = 6437
grt-ovfl-total = 0
track_usage_pct = 11.18
grt_max_degree = 57
antenna_found_initial = 0

[worst_hold_path]
worstHoldPathType = "flop to flop"
min_delay_path_depth = 2

[timing]
fmax_mhz = 207.1
slew_violations = 0
final_hold_viol_count = 0
maxSlewHeadroom_pct = 42.93
holdWs_ps = 464.9
clock-skew-final_ps = 6.898
setup_viol = 0
fin_setup_tns_ps = 0
rsz0062_at_grt = "false"
fin_crit_sh_pct = 67.07
fin_crit_ps = 4829
worst_slew_pin_slew_ps = 849.5

[route]
routed_wl_mm = 16.97
via_per_inst = 4.755
antennaDiodeCount = 0
drtAntennaViolNets = 0
drt_first_pass_iters = 18
routedWlPerCell_um = 11.90
num_vias = 6780
drcViolationCount = 0
dr.first_iter.drc_count = 413

[cells_and_area]
area_delta_synth_final_pct = 14.08
layout.cells.non_filler = 1426
drive_gt1_share_pct = 5.631

[flow_run]
drv_cap = 0
warnings = 41

[outcome]
outcome = "complete, no violations"
==> logic make-up after synthesis <==
logic type	Yosys count	share of synthesized area (%)
and+or+nand+nor	382	21.03
AOI/OAI and AO/OA	162	10.70
DFF	162	43.55
xor gates and xnor gates	114	10.64
buffers and inverters	86	4.035
adders and majority gates	65	8.758
muxes	11	1.204
other	2	0.07941
==> where the power goes <==
group | internal [W] | switching (W) | total (W)
combinational | 0.000274 | 0.000344 | 0.000617
clock | 0.000629 | 0.000378 | 0.00101
sequential | 0.00106 | 0.0000655 | 0.00113
total | 0.00196 | 0.000787 | 0.00275
==> sequential cells by signal, summed over array words and instances (netlist names), 7 cells and up <==
| name | flops |
|---|---|
| CarCount | 7 |
| Motor1.counter | 20 |
| Motor1.current_threshold | 20 |
| Motor1.step_timer | 16 |
| blink_count | 25 |
| in_db | 20 |
| open_timer | 27 |
| out_db | 20 |
==> metrics by stage <==
step / instance area [µm²] / setup WS (ps) / util [%]
finish: 10790 / 2371 / 35.00
global route: 10790 / 2089 / 35.00
CTS: 10790 / 2356 / 35.00
detailed placement: 10130 / 2841 / 32.86
global placement: 10130 / 2924 / 32.86
floorplan: 9488 / 3635 / -
==> routing by layer <==
layer | track usage, % | wire length, µm | vias up
li1 | - | - | 3557
met1 | 17.91 | 9054 | 3128
met2 | 16.75 | 7200 | 81
met3 | 1.837 | 488 | 14
met4 | 1.345 | 227 | 0
met5 | 0 | 0 | -
==> path summary, 6_finish.rpt <==
| kind | from | to | slack [ps] |
|---|---|---|---|
| min in group asynchronous | reset | blink_count[18] | 920 |
| max | CarCount[3] | HEX0[4] | 2370 |
| max reg2reg | Motor1.current_threshold[7] | Motor1.current_threshold[18] | 3370 |
| max in group asynchronous | reset | in_db[8] | 5250 |
| min reg2reg | Motor1.step_timer[9] | Motor1.step_timer[9] | 460 |
| min | Motor1.step_timer[9] | Motor1.step_timer[9] | 460 |
==> placed cells by master (no fill, tap or decap), drive strengths merged, types with 23 or more instances in the layout <==
| cell | netlist | layout |
|---|---|---|
| inv | 61 | 64 |
| a21oi | 53 | 53 |
| dfxtp | 36 | 36 |
| nor2 | 100 | 100 |
| ha | 63 | 63 |
| o21ai | 40 | 40 |
| nand4 | 34 | 34 |
| xnor2 | 61 | 61 |
| nand3 | 48 | 48 |
| nor3 | 23 | 23 |
| edfxtp | 49 | 49 |
| xor2 | 53 | 53 |
| clkdlybuf4s50 | 0 | 23 |
| nand2 | 63 | 63 |
| dfrtp | 77 | 77 |
==> cell type report <==
cell class	count	area [µm²]
multi-input combinational	744	4994
timing repair buffer	31	290.3
inverter	61	231.5
sequential	162	4119
tap	396	495.5
clock buffer	22	489.2
clock inverter	10	170.2
fill	3026	20040
==> worst max-delay path, delay by kind of cell, from the launching register on <==
kind | cells | cell delay (ps)
adder cells (fa/ha/maj) | 2 | 380
AND-OR/OR-AND | 3 | 640
XOR/XNOR | 1 | 230
buffers and inverters | 4 | 890
flip-flops | 1 | 460
AND/OR/NAND/NOR | 2 | 370
Power is estimated from default activity; no workload was simulated.
